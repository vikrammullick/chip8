`./config.mk`:
```
export PLATFORM = sky130hd
export DESIGN_NAME = time_keeper
export DESIGN_NICKNAME = time_keeper
export VERILOG_FILES = /design/flow/design.v
export SDC_FILE = /design/flow/constraint.sdc
export NUM_CORES = 4
export LEC_CHECK = 1
export CORE_AREA = 10 10 70 70
export DIE_AREA = 0 0 80 80
```
`./constraint.sdc`:
```
current_design time_keeper

set clk_period 1.3
set clk_io_pct 0.2

create_clock -name clk0 -period $clk_period [get_ports {clk}]

set non_clock_inputs [all_inputs -no_clocks]
set_input_delay [expr $clk_period * $clk_io_pct] -clock clk0 $non_clock_inputs
set_output_delay [expr $clk_period * $clk_io_pct] -clock clk0 [all_outputs]
```
`./design.v`:
```
module time_keeper (
    input reg clk,
    input reg reset,
    output reg [7:0] ticks
);
    always @(posedge clk) begin
        if (reset == 1'b1)
            ticks <= 8'd0;
        else if (ticks == 8'd99)
            ticks <= 8'd0; 
        else
            ticks <= ticks + 1;
    end
endmodule
```
`./run.sh`:
```
#!/bin/bash
# OpenROAD 26Q1-2900-gdf79404cd8, Yosys 0.63+post, stock flow scripts
make -C /OpenROAD-flow-scripts/flow DESIGN_CONFIG=/design/flow/config.mk WORK_HOME=/design/flow/orfs finish
```
==> impl_metrics.py <==
# Flow results
metrics = {
    "cts": {
        "cts_tree": "yes",
        "cts_buffer_depth": 2,
        "cts_sinks": 8,
        "clk_latency_ns": 0.25,
        "root_buffer": "clkbuf_4",
        "htree_levels": 1,
        "numCtsBuffers": 3,
        "clkTransAtPathRegs_ns": 0.05,
    },
    "placed_design": {
        "dp_hpwl_um": 673,
        "placed_area_um2": 499,
        "gp_congestion": 0.701,
        "port_buffers": 9,
        "placed_cells": 93,
    },
    "detailed_routing": {
        "vias_per_cell": 3.54,
        "wl_per_cell_um": 9.74,
        "n_antenna_cell": 0,
        "ant_nets": 0,
        "vias": 368,
        "drt_pass1_iterations": 4,
        "wirelength_um": 1010,
        "drc": 0,
        "drtIter0Drc": 18,
    },
    "floorplan": {
        "die_w_um": 80,
        "fp_util_pct": 10.3,
        "die-area_um2": 6400,
        "ios": 10,
        "fp.coreArea_um2": 3420,
        "rows": 21,
        "die_height_um": 80,
    },
    "timing": {
        "finalCritPeriodShare_pct": 96.8,
        "period_needed_ns": 1.26,
        "max_freq_mhz": 795,
        "drv_slew": 0,
        "slew_headroom_pct": 81.5,
        "worst_slew_pin_slew_ns": 0.274,
        "finalHoldViolCount": 0,
        "setup_viol": 0,
        "finalSetupTns_ns": 0,
        "fin_worst_skew_ns": 0.00176,
    },
    "setup_path": {
        "startpoint_type": "flop",
        "reg2regPathDepth": 4,
        "worst_ep_required_time_ns": 1.48,
        "rr_endpoint": "ticks[7]$_SDFF_PP0_",
        "r2r-start": "ticks[0]$_SDFF_PP0_",
        "path_max_fanout": 6,
        "end_kind": "flop",
        "worstPathArrival_ns": 1.44,
        "crit_type": "flop to flop",
        "reg2reg_slack_ns": 0.04,
    },
    "layout": {
        "nFillCells": 391,
        "design_area_um2": 611,
        "area_delta_synth_final_pct": 73.7,
        "drive_above_1_share_pct": 44.8,
        "largest_reg_flops": 8,
        "biggestRegsByFlops": "ticks x8",
        "top_register": "ticks",
        "layoutNonFillerInstCount": 104,
    },
    "synthesis": {
        "topCellsByArea": "dfxtp_1 46%, ha_1 7.1%, a21oi_1 5.7%",
        "synth_async_sr_flop_share_pct": 0,
        "yosysWarnings": 1,
        "synth.avg_cell_area_um2": 9.25,
        "ys_types": 19,
        "yosys_cells": 38,
        "synth_cells": 38,
        "ff_type": "dfxtp_1",
        "edf_count": 0,
        "top_cell_area_share_pct": 45.6,
        "top_cells_by_count": "8 x dfxtp_1, 4 x a21oi_1, 4 x nor2_1",
        "synth.largest_area_cell": "dfxtp_1",
        "synthMostInstantiatedCell": "dfxtp_1",
        "ys_seq_share_pct": 45.6,
        "syn_area_um2": 352,
        "yosys_area_um2": 352,
        "numSynthFlops": 8,
    },
    "pwr": {
        "leakage_nw": 0.252,
        "power_uw": 498,
        "p_per_area_nw_per_um2": 816,
        "irDropWorstVdd_uv": 365,
    },
    "run_status": {
        "run_status": "finished clean",
    },
    "global_routing": {
        "grt_pass1_vias": 348,
        "antenna_found_initial": 0,
        "grt_max_degree": 7,
        "grt_overflow": 0,
        "grt_first_pass_wirelength_um": 1680,
        "grt_usage_pct": 3.20,
    },
    "min_path": {
        "hold_depth": 2,
        "hold_end": "ticks[0]$_SDFF_PP0_",
        "hp-class": "flop to flop",
        "worstHoldStart": "ticks[0]$_SDFF_PP0_",
    },
    "flow_run": {
        "cap_violations": 0,
        "warning_count": 26,
    },
}
-- timing repair --
| action | CTS | global route |
|---|---|---|
| resized | 20 | 5 |
| hold buffers | 0 | 0 |
| buffers inserted | 8 | 0 |
| pin swaps | 0 | 2 |
| endpoints found under the setup margin | 8 | 3 |
-- critical path: stages, from the launching register on --
cell	delay, ns
dfxtp_4	0.35
ha_1	0.20
and2b_2	0.20
a41o_2	0.32
a21oi_1	0.12
-- final cells by class --
type                       instances  area [um2]  area share, %
multi-input combinational         29         206           33.8
sequential                         8         180           29.5
timing repair buffer              17         140           23.0
tap                               46        57.6           9.43
clock buffer                       3        22.5           3.69
inverter                           1        3.75          0.615
-- cells in the final DEF (no fill, tap or decap), drive strengths merged --
cell type      Yosys  routed
nand3              3       3
dlygate4sd2        0       8
a41o               1       1
or3                2       2
xor2               2       2
and2b              1       1
ha                 2       2
inv                1       1
clkbuf             0       3
clkdlybuf4s50      0       1
o21ai              2       2
nand2              3       3
o41ai              1       1
a21oi              4       4
nor2               4       4
dfxtp              8       8
nor3               1       1
o31ai              1       1
or2b               1       1
or4                1       1
buf                0       8
-- worst max path at each step --
stage / from / endpoint / slack (ns) / depth (start not counted)
after CTS: ticks[2]$_SDFF_PP0_ / ticks[7]$_SDFF_PP0_ / 0.02 / 4
after global routing: ticks[5]$_SDFF_PP0_ / ticks[7]$_SDFF_PP0_ / -0.002 / 4
final: ticks[0]$_SDFF_PP0_ / ticks[7]$_SDFF_PP0_ / 0.04 / 4
-- cells by family (layout without fill, tap and decap cells) --
logic type / Yosys count / in the layout / synth area share (%)
flops: 8 / 8 / 45.6
simple gates: 16 / 16 / 25.3
xor+xnor: 2 / 2 / 4.98
compound gates: 9 / 9 / 16.0
fa+ha+maj: 2 / 2 / 7.12
buf+inv: 1 / 21 / 1.07
-- power breakdown --
group	internal [mW]	switching [mW]
Combinational	0.0327	0.0242
Sequential	0.249	0.00549
Clock	0.105	0.0815
-- per-layer routing --
| layer | vias to the layer above | wire length, um | global-route usage, % | share of wire, % |
|---|---|---|---|---|
| met5 | - | 0 | 0 | 0 |
| met4 | 0 | 16 | 0.704 | 1.6 |
| met3 | 2 | 80 | 1.25 | 7.9 |
| met2 | 16 | 494 | 5.22 | 49 |
| met1 | 172 | 421 | 3.87 | 42 |
| li1 | 178 | - | - | - |
-- per-stage QoR --
| stage | utilization (%) | hold slack (ns) | setup slack (ns) |
|---|---|---|---|
| 3_3_place_gp | 14.6 | 0.472 | 0.0543 |
| 4_1_cts | 17.3 | 0.504 | 0.0230 |
| 3_5_place_dp | 14.6 | 0.477 | 0.0218 |
| 2_1_floorplan | - | 0.329 | 0.138 |
| 6_report | 17.9 | 0.534 | 0.0414 |
| 5_1_grt | 17.9 | 0.562 | -0.00150 |
Power and IR drop assume default switching activity.
