**flow/config.mk**
```make
export PLATFORM = sky130hd
export DESIGN_NAME = address_decoder
export DESIGN_NICKNAME = address_decoder
export VERILOG_FILES = /design/flow/design.v
export SDC_FILE = /design/flow/constraint.sdc
export NUM_CORES = 4
export LEC_CHECK = 1
export CORE_AREA = 10 10 70 70
export DIE_AREA = 0 0 80 80
```
**flow/constraint.sdc**
```tcl
current_design address_decoder

set clk_period 1.7
set clk_io_pct 0.2

create_clock -name clk0 -period $clk_period

set non_clock_inputs [all_inputs -no_clocks]
set_input_delay [expr $clk_period * $clk_io_pct] -clock clk0 $non_clock_inputs
set_output_delay [expr $clk_period * $clk_io_pct] -clock clk0 [all_outputs]
```
**flow/design.v**
```verilog
module address_decoder(
    input [15:0] addr,
    output reg [5:0] chip_select
);
    always@(*) begin   
        case(addr)
            16'h0000, 16'h0001, 16'h0002:
                chip_select = 6'b000010;
            16'h0003:
                chip_select = 6'b000100;
            16'h0004:
                chip_select = 6'b001000;
            16'h0005, 16'h0006, 16'h0007, 16'h0008, 16'h0009, 16'h000A:
                chip_select = 6'b010000;
            16'h000B:
                chip_select = 6'b100000;
            default:
                chip_select = 6'b000001;
        endcase
    end
endmodule
```
**flow/run.sh**
```bash
#!/bin/bash
# OpenROAD 26Q1-2900-gdf79404cd8, Yosys 0.63+post, stock flow scripts
make -C /OpenROAD-flow-scripts/flow DESIGN_CONFIG=/design/flow/config.mk WORK_HOME=/design/flow/orfs finish
```
==> flow_summary.yaml <==
# yosys + openroad results
power:
  vdd_drop_max_mv: 0.03136
  combPwrFrac_pct: 100.0
  clock_power_share_pct: 0
  p_int_mw: 0.03119
  switchingPower_mw: 0.02249
  p_leak_nw: 0.1882
  p_seq_share_pct: 0
  p_per_area_nw_per_um2: 120.2
  switching_share_pct: 41.90
worst_setup_path:
  cp.required_ps: 1360
  crit_path_start_kind: "primary input"
  slowest_stage: "or4_4"
  cp_top_family: "simple AND/OR/NAND/NOR gates"
  worstSetupEndpointType: "primary output"
  crit_path_start: "addr[12]"
  crit_fanout: 6
  slowest_delay_ps: 600
  arrival_ps: 1430
  worstSetupPathType: "in2out"
  cpMostUsedCell: "buf_6"
  cp_cell_sequence: "buf_6 > or4_4 > buf_6 > nor4_2 > buf_2"
  path_buffers: 3
final_layout:
  layout_top_cells: "buf_2, dlygate4sd2_1, buf_6"
  filler_cell_count: 393
  seq_cells: 0
  regArea_um2: 0
  syn2layout_area_growth_pct: 257.0
  drive_gt1_share_pct: 64.44
  fin_util_pct: 13.08
  n_clock_buffer: 0
  final_common_cell: "buf_2"
logic_synthesis:
  synth_cell_types: 13
  synth_warnings: 1
  netlist_instances: 18
  syn-cell-area_um2: 125.1
  yosys-top-cells-area: "nor4_1, nor4b_2, buf_6, or4_4, a211o_1"
  ys_cells: 18
  yosys.area.top_type: "nor4_1"
  avgSynthCellArea_um2: 6.951
  yosysTopAreaCellShare_pct: 25.00
  synth_seq_share_pct: 0
  yosys_area_um2: 125.1
timing:
  hold_viol: 0
  setup_violations: 6
  finalMaxSlewViolations: 0
  whs_ps: 1079
  max_slew.worst_pin.slew_ps: 289.3
  setup_tns_ps: -253.8
  fin_crit_sh_pct: 104.0
  relSlewSlack_pct: 80.71
  max_freq_mhz: 565.4
  rsz0062_at_grt: "true"
  fin_ws_ps: -68.51
  post-route-min-period_ps: 1769
status:
  violations: "setup timing"
  status: "finished, violations left"
place:
  io_buffers: 22
  gp_congestion: 0.8168
  hpwl_um: 664.6
grt:
  grt_pass1_vias: 233
  antenna_found_initial: 0
  grt_pass1_wl_um: 1193
  grt_start_max_net_pins: 7
  grt_overflow: 0
  grt_util_all_layers_pct: 2.286
run:
  warning_count: 34
  drv_cap: 0
worst_hold_path:
  whs_endpoint: "chip_select[5]"
  holdPathStages: 4
  holdCritStartpoint: "addr[15]"
  hold_path.class: "in2out"
floorplan:
  pin_count: 22
  die_x_um: 80
  fp_util_pct: 3.663
  die_h_um: 80
  dieArea_um2: 6400
  rows: 21
  fp.coreArea_um2: 3416
drt:
  drt_wl_total_um: 818
  antenna_left: 0
  first_iter_violations: 10
  drtPass1Iterations: 2
  diodes: 0
  route.detailed.drc: 0
  vias: 257
  vias_per_cell: 2.824
  post_drt_wl_per_cell_um: 8.989
clock_tree:
  cts_hold_buf: 0
==> cell families (layout without fill, tap and decap cells) <==
| group | after synthesis | after routing | share of synthesized area [%] |
|---|---|---|---|
| AND-OR/OR-AND | 3 | 3 | 18.00 |
| AND/OR/NAND/NOR | 13 | 13 | 70.00 |
| buffers and inverters | 2 | 29 | 12.00 |
==> cell usage after synthesis <==
cell type  n
nand2_1    2
a21oi_1    1
or4_4      1
nor2_1     1
inv_1      1
nor4_1     5
nor3_1     1
a2bb2oi_1  1
nand2b_1   1
a211o_1    1
nand3b_1   1
nor4b_2    1
buf_6      1
==> tightest hold or removal path: stages <==
cell and delay [ps]:
buf_6 60, or4_4 170, nor4_4 50, buf_2 110
==> through the flow <==
step	total power [mW]	cells	worst slack [ps]	cell area, um^2
floorplan	0.01121	18	143.6	125.1
global placement	0.05307	86	-822.2	399.1
detailed placement	0.05379	86	-796.0	399.1
CTS	0.05139	91	-79.41	435.4
global route	0.05766	91	-132.2	446.7
finish	0.05368	91	-68.51	446.7
==> metal layers <==
metal | up-vias | GRT usage [%] | wire, um
li1 | 127 | - | -
met1 | 110 | 4.087 | 480
met2 | 20 | 2.408 | 229
met3 | 0 | 0.7955 | 108
met4 | 0 | 0 | 0
met5 | - | 0 | 0
==> how the worst max path moves through the flow <==
stage | slack (ps) | depth (start not counted) | end
after global routing | -130 | 5 | chip_select[3]
final | -70 | 5 | chip_select[2]
after CTS | -80 | 5 | chip_select[3]
==> power groups by stage <==
stage	logic, mW	clock network [mW]	registers, mW
4_1_cts	0.0514	0	0
5_1_grt	0.0577	0	0
6_report	0.0537	0	0
==> area by class of cell <==
class | count | area, um^2 | area share, %
timing repair buffer | 28 | 215.2 | 48.18
multi-input combinational | 16 | 170.2 | 38.10
tap | 46 | 57.56 | 12.89
inverter | 1 | 3.754 | 0.8403
==> what timing repair did <==
item,in CTS,in global routing
endpoints found under the setup margin,6,6
gates resized,64,5
pin swaps,9,2
buffers inserted,5,0
Power and IR drop assume default switching activity.
